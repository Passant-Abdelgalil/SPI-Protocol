**/design/flow/run.sh**
```bash
#!/bin/bash
# OpenROAD 26Q1-2900-gdf79404cd8, Yosys 0.63+post, stock flow scripts
make -C /OpenROAD-flow-scripts/flow DESIGN_CONFIG=/design/flow/config.mk WORK_HOME=/design/flow/orfs finish
```
**/design/flow/config.mk**
```make
export PLATFORM = sky130hd
export DESIGN_NAME = SPI_Protocol
export DESIGN_NICKNAME = SPI_Protocol
export VERILOG_FILES = /design/flow/design.v
export SDC_FILE = /design/flow/constraint.sdc
export NUM_CORES = 4
export LEC_CHECK = 1
export CORE_UTILIZATION = 50
```
**/design/flow/constraint.sdc**
```tcl
current_design SPI_Protocol

set clk_period 32.0
set clk_io_pct 0.2

create_clock -name clk0 -period $clk_period [get_ports {clk}]
create_clock -name clk1 -period $clk_period [get_ports {reset1}]
create_clock -name clk2 -period $clk_period [get_ports {reset2}]
create_clock -name clk3 -period $clk_period [get_ports {reset3}]

set non_clock_inputs [all_inputs -no_clocks]
set_input_delay [expr $clk_period * $clk_io_pct] -clock clk0 $non_clock_inputs
set_output_delay [expr $clk_period * $clk_io_pct] -clock clk0 [all_outputs]
```
**/design/flow/design.v**
```verilog
module SPI_Master
                  (input clk ,input start,input load , input [7:0]data_to_write ,
                    input [1:0]slave_address , input cpol , input cpha , 
                    input MISO,
                    output reg SCLK , output reg CS1 , output reg CS2 , output reg CS3,
                    output reg MOSI , output reg [7:0] data_read ,output reg slave_start) ;
reg sampled = 1;
reg sclk_old;
reg communication_flag= 1;
reg CPOL ;
reg CPHA ;
reg [7:0]transmission_buffer ;
integer transmission_iterator =0 ;
integer count = 0;
integer countr = 0;
always @(posedge clk)
begin
if(load)
transmission_buffer = data_to_write;
if(count==17 && communication_flag==1)
begin
slave_start = 0;
count =0;
countr = 0;
end
if(transmission_iterator==8)
begin
sampled=0;
slave_start = 0;
end
if(start && communication_flag)
begin
communication_flag = 0;
countr = 0;
count = 0;
CPOL = cpol;
CPHA = cpha;
transmission_iterator = 0;
end
if(!communication_flag)
begin
    Generate_SCLK();
    read_write();
end
end
task Generate_SCLK();
begin
        if(count==0)  
        begin
                SCLK=CPOL;  
                count = count+1;
                sampled = 0;
{CS1,CS2,CS3} = 'b111 ;
    case(slave_address)
    0 : CS1 = 0 ;
    1 : CS2 = 0 ;
    2 : CS3 = 0 ;
    endcase
if(!CPHA)
begin
MOSI = transmission_buffer[0];
countr = countr+1;
end
        end
        else
        begin
                sclk_old=SCLK; 
                SCLK = ~SCLK;
                if(count==1)
                begin
                   if(CPOL==1)
                   sampled = 0;
                   else
                   begin
                   slave_start = 1;
                   sampled = 1;
                   end
                   count = count + 1;
                end
                else
                begin
                   if(sampled==0)
                   begin sampled = 1;
                   slave_start = 1;
                   end
                   else
                   count = count+1;
                end
        end
end
endtask
task read_write() ;
begin
if(sampled==1)
begin
	if(CPHA)
	begin
                if(countr ==2)
                begin
                transmission_iterator = transmission_iterator+1;
                countr = 0;
                end
                if(sclk_old == 0 && SCLK == 1 )
	        begin
                       MOSI = transmission_buffer[transmission_iterator] ;
                       countr = countr+1;
                end
	        if(sclk_old == 1 && SCLK == 0)
                begin
                       data_read[transmission_iterator] = MISO ;
                       transmission_buffer[transmission_iterator] = MISO;
                       countr = countr+1;
                end
	end
	if(!CPHA)
	begin
                if(countr ==2)
                begin
                transmission_iterator = transmission_iterator+1;
                countr = 0;
                end
                if(sclk_old == 0 && SCLK == 1)
                begin
                     data_read[transmission_iterator] = MISO ;
                     transmission_buffer[transmission_iterator] = MISO;
                     countr = countr+1;
                end
                if (sclk_old == 1 && SCLK == 0 )
	        begin
                       MOSI = transmission_buffer[transmission_iterator] ;
                       countr = countr+1;
                end
	end
end
if(count==17)
begin
communication_flag<=1;
end
end
endtask 
endmodule 
module SPI_Slave
(
reset,
In_Data,
slaveCPOL, 
slaveCPHA,
slaveSCLK, 
slaveCS_, 
slaveMISO, 
slaveMOSI,
slave_start,
read_data
);                    
input wire [7:0] In_Data;
input wire reset;
input wire slaveSCLK, slaveCPOL, slaveCPHA; 
input wire slaveCS_;
input wire slaveMOSI; 
input wire slave_start;
output reg slaveMISO;
output wire [7:0] read_data;  
reg [7:0] memReg; 
always@ (posedge reset)
begin
memReg = In_Data;
end
always@(negedge slaveCS_)
 slaveMISO = memReg[0];  
always @ (negedge slaveSCLK) 
begin
if(slaveCS_==0)
begin
    if(slave_start==1)
    begin
     if ({slaveCPOL,slaveCPHA}==0 ||{slaveCPOL,slaveCPHA}==2 )  
     slaveMISO = memReg[0];  
     if ({slaveCPOL,slaveCPHA}==1 ||{slaveCPOL,slaveCPHA}==3 )  
     memReg ={slaveMOSI,memReg[7:1]};
    end
 end
end
always@(posedge slaveSCLK)  
begin
if(slaveCS_==0)
begin
 if(slave_start==1)
begin
    if ({slaveCPOL,slaveCPHA}==1 ||{slaveCPOL,slaveCPHA}==3 )  
    slaveMISO = memReg[0];
    if ({slaveCPOL,slaveCPHA}==0 ||{slaveCPOL,slaveCPHA}==2 )  
    memReg <={slaveMOSI,memReg[7:1]};
end
end
end
assign read_data = memReg;
endmodule 
module m41 ( input a, 
input b, 
input c,  
input s0, s1,
output out); 
 assign out = s1 ? (s0 ? 'bx : c) : (s0 ? b : a); 
endmodule
module m4x1 ( input[7:0] a, 
input [7:0] b, 
input [7:0] c,  
input  s0, s1,
output [7:0]out); 
 assign out = s1 ? (s0 ? 'bx : c) : (s0 ? b : a); 
endmodule
module SPI_Protocol(input start,input clk,input [7:0] data_in_master,input [7:0] data_in_slave,
output wire [7:0] data_out_master,input load,output wire [7:0] data_out_slave,input CPOL,input CPHA,
input [1:0] Address,input reset1,input reset2,input reset3);
wire SCLK;
wire MOSI;
wire MISO;
wire MISO1;
wire MISO2;
wire MISO3;
wire [7:0] data_out_slave1;
wire [7:0] data_out_slave2;
wire [7:0] data_out_slave3;
wire CS1,CS2,CS3;
wire slave_start;
m41 MUX (MISO1,MISO2,MISO3,Address[0],Address[1],MISO);
m4x1 MUX2(data_out_slave1,data_out_slave2,data_out_slave3,Address[0],Address[1],data_out_slave);
SPI_Master master (clk,start,load,data_in_master,Address,CPOL,CPHA,MISO,SCLK,CS1,CS2,CS3,MOSI,data_out_master,slave_start);
SPI_Slave slave_1 (reset1,data_in_slave,CPOL,CPHA,SCLK,CS1,MISO1,MOSI,slave_start,data_out_slave1);
SPI_Slave slave_2 (reset2,data_in_slave,CPOL,CPHA,SCLK,CS2,MISO2,MOSI,slave_start,data_out_slave2);
SPI_Slave slave_3 (reset3,data_in_slave,CPOL,CPHA,SCLK,CS3,MISO3,MOSI,slave_start,data_out_slave3);
endmodule
```
==> flow_metrics.tcl <==
# implementation run metrics
set metrics [dict create \
    async_reset_ff_frac 0 \
    synth-edff-count 68 \
    postSynthSeqShare 0.235 \
    status "did not finish" \
    yosysCellCount 2730 \
    ys_ff 204 \
    ys_chip_area_mm2 0.0203 \
    error_line "ERROR: Found 27 problems in 'check -assert'." \
    yosysUniqueCellTypes 109 \
    haltStage "synthesis (1_2_yosys)" \
    synth-warning-count 2 \
    flop_cell "dfxtp_1" \
]
## synthesized netlist by cell type (all sizes together) (15+ instances only)
master,number,area share
nand2,330,0.061
nor2,241,0.045
xnor2,172,0.074
o21ai,149,0.037
dfxtp,136,0.13
a21oi,133,0.033
nand3,132,0.033
nor3,120,0.031
clkbuf,107,0.020
nor4,101,0.037
xor2,87,0.038
nand4,77,0.025
buf,71,0.019
edfxtp,68,0.10
and3,57,0.018
mux2i,54,0.027
or3,44,0.014
inv,43,0.0080
a31oi,40,0.013
and2,38,0.012
o211ai,36,0.014
a211oi,35,0.013
or4,30,0.011
o31ai,27,0.011
or2,26,0.0082
nand2b,24,0.0074
o22ai,23,0.0074
and4,21,0.0091
nor4b,18,0.010
mux2,17,0.0094
o21a,17,0.0063
a21o,15,0.0056
## cell families after synthesis
kind of cell | Yosys count | share of synthesized area
buffers and inverters | 225 | 0.0476
AOI/OAI and AO/OA | 643 | 0.217
adders and majority gates | 12 | 0.00741
muxes | 71 | 0.0361
xor gates and xnor gates | 259 | 0.112
and+or+nand+nor | 1316 | 0.344
DFF | 204 | 0.235
